File: /design/flow/config.mk
export PLATFORM = sky130hd
export DESIGN_NAME = regfile
export DESIGN_NICKNAME = regfile
export VERILOG_FILES = /design/flow/design.v
export SDC_FILE = /design/flow/constraint.sdc
export NUM_CORES = 4
export LEC_CHECK = 1
export CORE_UTILIZATION = 50
File: /design/flow/constraint.sdc
current_design regfile

set clk_period 11.4
set clk_io_pct 0.2

create_clock -name clk0 -period $clk_period [get_ports {clk}]

set non_clock_inputs [all_inputs -no_clocks]
set_input_delay [expr $clk_period * $clk_io_pct] -clock clk0 $non_clock_inputs
set_output_delay [expr $clk_period * $clk_io_pct] -clock clk0 [all_outputs]
File: /design/flow/design.v
`timescale 1ns / 1ps
module regfile(rna, rnb, d, wn, we, clk, clrn, qa, qb);
	input [4:0] rna, rnb, wn;
	input [31:0] d;
	input we, clk, clrn;
	output [31:0] qa, qb;
	reg [31:0] register [1:31];
	assign qa = (rna == 0) ? 0 : register[rna];
	assign qb = (rnb == 0) ? 0 : register[rnb];
	integer i;
	initial
	begin
		for (i = 1; i < 32; i = i + 1)
			register[i] = 0;
	end
	always @(posedge clk or posedge clrn) 
	begin
		if (clrn == 1) begin
			for (i = 1; i < 32; i = i + 1)
				register[i] = 0;
		end else if ((wn != 0) && we)
			register[wn] <= d;
	end
endmodule
File: /design/flow/run.sh
#!/bin/bash
# OpenROAD 26Q1-2900-gdf79404cd8, Yosys 0.63+post, stock flow scripts
make -C /OpenROAD-flow-scripts/flow DESIGN_CONFIG=/design/flow/config.mk WORK_HOME=/design/flow/orfs finish
==> notes.org <==
#+TITLE: Implementation results

** Final layout
- The filler cells instantiated in the layout total 8023.
- The layout summary lists the proportion of cells stronger than drive strength 1 as 0.3146.
- Number of flip-flops under the largest register name :: 992
- Layout Area Growth over Synthesis :: 13.13%
- The finished layout reports a core utilization of 0.5734.
- The register with the most flip-flops in the final layout is register.
- The largest registers in the layout are register: 992 flops.

** Logic synthesis
- Counting flops with an async set or reset pin after synthesis yields a share of 1.000.
- Number of register bits inferred by synthesis :: 992
- After synthesis, the design contains 4183 cells according to Yosys.
- The area fraction of the largest cell type after synthesis is 0.5042.
- Synthesis instantiated 64 different standard cells from the library.
- After synthesis, the cell types taking the most area are sky130_fd_sc_hd__dfrtp_1 50%, sky130_fd_sc_hd__mux2_2 20%, sky130_fd_sc_hd__a22oi_1 12%, sky130_fd_sc_hd__mux2_1 2.6%, sky130_fd_sc_hd__buf_2 1.8%.
- Commonest cells in the synthesized netlist :: 992 x sky130_fd_sc_hd__dfrtp_1, 876 x sky130_fd_sc_hd__mux2_2, 812 x sky130_fd_sc_hd__a22oi_1
- The largest total area in the synthesized netlist belongs to sky130_fd_sc_hd__dfrtp_1.
- Counting flops with a built-in enable in the synthesized netlist gives 0.
- Sorting the synthesis cell report by count puts at the top sky130_fd_sc_hd__dfrtp_1.
- After synthesis, the mean cell area works out to 11.77 sq um.
- YS chip area :: 49240 sq um
- Synthesized area :: 49240 sq um
- Most used flip-flop cell :: sky130_fd_sc_hd__dfrtp_1
- Yosys synthesis warning count :: 2
- Cell count after synthesis :: 4183
- Sequential cell area fraction in the yosys report :: 0.5042

** Worst hold path
- Worst hold path depth :: 1
- Endpoint, Worst Hold :: register[24][3]
- STA reports the tightest min-delay check as being of type reg2reg.
- STA lists the startpoint of the worst hold path as register[24][3].

** Global route
- The number of global-route vias before repair was 41750.
- The first global-routing pass estimated 333.6 mm of wire.
- Entering global routing, the biggest net connects 122 pins.
- Global routing finished with a remaining overflow of 0.
- Initial antenna violation count :: 10
- Total global routing track utilization :: 0.5125

** Power and ir drop
- Max VDD drop :: 0.1253 mV
- Power comes to 9844 uW.
- For this design the static power due to leakage is 0.02402 uW.
- The report lists the power per cell area as 176.7 nW/um^2.

** STA
- Worst Skew :: 0 ns
- Setup TNS Final :: 0 ns
- Shortest period the worst path allows :: 9.091 ns
- Setup Viol. Count Final :: 0
- Unrepaired setup endpoints after global routing :: false
- Looking at the max-slew report, the worst-margin pin has a slew of 1.115 ns.
- Total count of max-transition violations in the final report :: 0
- In the finished design, the share of the clock period the worst path needs comes to 0.7975.
- The final timing report lists a hold violation count of 0.
- Static timing analysis puts the maximum clock frequency at 110.0 MHz.
- Worst hold slack :: 0.5198 ns
- Across all checked pins, the minimum headroom to the slew limit is 0.2549.

** Setup path
- STA classifies the critical path endpoint as an output port.
- CP Max Fanout :: 36
- Critical Path RT :: 9.12 ns
- Worst EP arrival :: 6.81 ns
- Launching element type of the critical path :: primary input
- The worst register-to-register path has a setup slack of 10.49 ns.
- Setup Crit Path Kind :: in2out
- The worst register-to-register path begins at register[24][10].
- The number of cells on the worst reg-to-reg path is 1.
- Endpoint of the worst register-to-register path :: register[24][10]

** CTS
- TritonCTS built the clock tree.
- Buffer type at the clock tree root :: sky130_fd_sc_hd__clkbuf_16
- Number of clock sinks :: 992
- CTS clk-pin slew, worst paths :: 0.06 ns
- In this run, post-CTS hold repair placed 0 buffers.
- Per the CTS log, the maximum H-tree level is 3.
- Clk Latency, worst-skew pair :: 0.72 ns
- Cts repair resizes :: 0
- Post-CTS setup-driven buffer insertion count :: 0
- Clock buffer count from CTS :: 108
- CTS Buffer Depth :: 3

** Floorplan
- According to the floorplan report, the die height is 315.8 um.
- # rows :: 114
- I/O pin total :: 114
- Area of the core region :: 97140 sq um
- The die is 315.8 um wide.
- Fp_density :: 0.5069
- Die Area :: 99730 sq um

** Route
- Final wirelength :: 241.6 mm
- Drt pass-1 iters :: 12
- Detailed-route wire length per cell :: 43.71 um
- After detailed routing, the number of remaining DRC violations is 0.
- In the routed layout, each cell is associated on average with a via count of 7.703.
- After the first detailed-routing iteration, the DRC count stood at 5660.
- Total via count in the routed design :: 42570
- The count of nets left with antenna violations once routing finished came out at 0.

** Placement
- Routability-driven placement finished with a final weighted congestion of 1.045.
- Buffers placed on the I/O ports in this run total 113.
- After legalization and detailed placement, the total HPWL measured 138.1 mm.

** Flow run
- Warnings raised by the tools during the run amount to 42.
- Max-cap violations in this run came to 0.

** Run status
- The run finished with clean final reports.
## layout by cell type, fill, tap and decap left out, drive strengths merged, types with 44 or more instances in the layout
| cell | n |
|---|---|
| a22oi | 812 |
| mux2 | 989 |
| a222oi | 44 |
| nor3 | 60 |
| clkdlybuf4s50 | 109 |
| clkbuf | 151 |
| a21oi | 167 |
| nand3 | 60 |
| dfrtp | 992 |
| nor2 | 141 |
| nand2 | 172 |
| buf | 186 |
| nand4 | 120 |
## critical path, cell delays in order
cell and delay, ns:
sky130_fd_sc_hd__buf_4 0.32, sky130_fd_sc_hd__buf_4 0.68, sky130_fd_sc_hd__nand3_1 0.54, sky130_fd_sc_hd__nor2_4 0.89, sky130_fd_sc_hd__buf_4 0.64, sky130_fd_sc_hd__a22oi_1 0.17, sky130_fd_sc_hd__nand4_1 0.14, sky130_fd_sc_hd__nor2_1 0.07
sky130_fd_sc_hd__a21oi_1 0.43, sky130_fd_sc_hd__clkdlybuf4s50_1 0.57
## cells by family after synthesis
group | count (synthesis) | synth area share
AND-OR/OR-AND | 1112 | 0.1628
multiplexers | 1002 | 0.2293
flip-flops | 992 | 0.5042
AND/OR/NAND/NOR | 640 | 0.06518
buffers and inverters | 437 | 0.03845
## how the worst max path moves through the flow
| stage | startpoint | slack, ns | end | cells past startpoint |
|---|---|---|---|---|
| after CTS | rnb[0] | 2.74 | qb[30] | 10 |
| after global routing | rnb[3] | 2.54 | qb[18] | 10 |
| final | rnb[0] | 2.31 | qb[18] | 10 |
## cell type report
| class | instances | area [sq um] | share of cell area |
|---|---|---|---|
| Timing Repair Buffer | 295 | 2532 | 0.04547 |
| Clock inverter | 44 | 520.5 | 0.009345 |
| Inverter | 11 | 45.04 | 0.0008087 |
| Antenna cell | 3 | 7.507 | 0.0001348 |
| Tap cell | 1276 | 1597 | 0.02866 |
| Multi-Input combinational cell | 2754 | 23100 | 0.4147 |
| Clock buffer | 151 | 3075 | 0.05522 |
| Sequential cell | 992 | 24820 | 0.4457 |
## metal layers
metal  global-route usage  up-vias  part of all wire
met4               0.3004       22             0.087
met1               0.6617    21140              0.34
met3               0.3146     1366              0.17
met2               0.6667     3990              0.39
met5              0.01847        -            0.0013
li1                     -    16050                 -
## per-stage QoR
| step | cells | instance area, sq um | setup WS [ns] |
|---|---|---|---|
| 2_1_floorplan | 4183 | 49240 | -4.546 |
| 3_3_place_gp | 5328 | 52100 | 2.764 |
| 3_5_place_dp | 5328 | 52100 | 2.754 |
| 4_1_cts | 5523 | 55690 | 2.736 |
| 5_1_grt | 5524 | 55690 | 2.538 |
| 6_report | 5526 | 55700 | 2.309 |
## power breakdown
group | leakage [uW] | total [uW] | switching, uW | internal [uW]
clock network | 0.00176 | 3610 | 1530 | 2080
logic | 0.00957 | 1340 | 636 | 709
registers | 0.0127 | 4890 | 683 | 4200
Power figures rest on the tool's default switching activity, not on a simulated workload.
