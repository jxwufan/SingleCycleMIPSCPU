===== run.sh =====
#!/bin/bash
# OpenROAD 26Q1-2900-gdf79404cd8, Yosys 0.63+post, stock flow scripts
make -C /OpenROAD-flow-scripts/flow DESIGN_CONFIG=/design/flow/config.mk WORK_HOME=/design/flow/orfs finish

===== config.mk =====
export PLATFORM = sky130hd
export DESIGN_NAME = mux8to1_32
export DESIGN_NICKNAME = mux8to1_32
export VERILOG_FILES = /design/flow/design.v
export SDC_FILE = /design/flow/constraint.sdc
export NUM_CORES = 4
export LEC_CHECK = 1
export CORE_AREA = 10 10 120 120
export DIE_AREA = 0 0 130 130

===== constraint.sdc =====
current_design mux8to1_32

set clk_period 4.7
set clk_io_pct 0.2

create_clock -name clk0 -period $clk_period

set non_clock_inputs [all_inputs -no_clocks]
set_input_delay [expr $clk_period * $clk_io_pct] -clock clk0 $non_clock_inputs
set_output_delay [expr $clk_period * $clk_io_pct] -clock clk0 [all_outputs]

===== design.v =====
`timescale 1ns / 1ps
module mux8to1_32(
	input [2:0] sel,
	input [31:0] x0,
	input [31:0] x1,
	input [31:0] x2,
	input [31:0] x3,
	input [31:0] x4,
	input [31:0] x5,
	input [31:0] x6,
	input [31:0] x7,
	output reg [31:0] o
	);
	always @(*) begin
		case(sel)
			3'b000: begin o = x0; end
			3'b001: begin o = x1; end
			3'b010: begin o = x2; end
			3'b011: begin o = x3; end
			3'b100: begin o = x4; end
			3'b101: begin o = x5; end
			3'b110: begin o = x6; end
			3'b111: begin o = x7; end
		endcase
	end
endmodule

==> out/results.tsv <==
metric	value	unit
Mux cell area share	19.7	%
Remaining Overflow, GRT	0	
Logic pwr share	100.0	%
tool warnings	32	
clock share of power	0	%
P_leak	0.00186	uW
Util after Layout	43.6	%
post-CTS setup buffers	0	
Worst Tran Pin Value	0.535	ns
routed vias	3485	
I/O Pins	291	
post_cts resized	0	
CP Class	in -> out	
die width	130	um
logic area	0.00201	mm2
synthesized area per cell	7.34	um2
1st-iter DRT viols	232	
endpoints failing hold	0	
pwr/cell area	89.5	mW/mm2
Cell Type Count	29	
pin count of the biggest net entering global routing	51	
layout cell share with drive strength beyond 1	12.5	%
crit start category	input pin	
area figure in the yosys stat output	0.00224	mm2
Layout clock buffers	0	
cell taking the most area after synthesis	a22oi_1	
Port Buffers	291	
setup tns final	0	ns
XOR/XNOR Fraction of Synth Area	0	%
Area growth syn-to-layout	132	%
RSZ-0062 raised after global routing	no	
Routed Antenna Nets	0	
synthesized instance count	306	
DRT Pass-1 Iters	5	
chip area	0.0169	mm2
data required time of the critical path	3.76	ns
Max-area cell share	17.7	%
Post-synth seq share	0	%
worst vdd ir	0.0349	mV
P_int	331	uW
DP HPWL	12300	um
first-pass GRT wire length	21400	um
Area contributors post-synth	a22oi_1, mux2_2, a21bo_2	
yosys cell count	306	
# DRC	0	
Final Slew Violations	0	
gpl congestion	0.884	
Adders+Majority by Area	0	%
fmax	0.256	GHz
Hold Buf Count CTS	0	
register area	0	um2
row count	40	
FP Util	18.8	%
Hold Crit Class	in -> out	
Slew headroom	64.2	%
maxcap violations	0	
Simple Share, Synth	19.6	%
Die H	130	um
Mapped Area	0.00224	mm2
Data arrival, critical path	2.97	ns
final tally of setup violations	0	
# diodes	0	
worst-path maximum fanout	45	
core area	0.0119	mm2
flop count	0	
FILL cells	1184	
fin crit share	83.3	%
status	complete, no violations	
Avg WL per Cell	20.8	um
GRT Util Overall	16.3	%
final worst path period need	3.91	ns
initial antenna violation count	0	
NetSw	134	uW
top comb family, area	AND-OR/OR-AND gates	
CP endpoint kind	output port	
Synth Warn #	1	
Sw Ratio	28.8	%
Total Routed Length	14900	um
Vias per Instance	4.88	
vias in the first global route	3782	
sequential share of power	0	%
Complex Gates by Area	49.9	%
routing by layer:
layer	wire length (um)	part of all wire (%)	global-route usage (%)
met3	1620	11	5.39
met2	7370	50	29.6
met1	5600	38	18.2
met5	0	0	0
met4	281	1.9	2.65
cell usage after synthesis (all sizes together):
cell / instances
a22oi: 53
buf: 33
nand2b: 32
nor2: 30
mux2: 28
a31oi: 27
a21bo: 25
o211ai: 25
nand2: 11
clkbuf: 6
mux2i: 6
a221oi: 3
inv: 3
mux4: 3
nand4b: 3
o21ai: 3
o2bb2ai: 3
o32a: 3
a21oi: 2
and3b: 2
and4b: 2
a211o: 1
nor3b: 1
or3: 1
critical path: stages:
cell             delay (ns)
buf_2                  0.26
buf_4                  0.50
or3_4                  0.50
nor2_1                 0.07
a31oi_1                0.19
clkdlybuf4s50_1        0.50
cell type report:
cell class	instances	share of cell area (%)
Inverter	3	0.217
Multi-Input combinational cell	264	38.7
Tap cell	147	3.54
Timing Repair Buffer	300	57.6
logic make-up after synthesis:
kind of cell           after synthesis
muxes                               37
AOI/OAI and AO/OA                  145
and+or+nand+nor                     82
buffers and inverters               42
metrics by stage:
step	total power (uW)	cells	worst slack (ns)	cell area [um2]	hold slack [ns]
6_report	465	714	0.787	5200	2.71
5_1_grt	503	714	0.593	5200	2.75
4_1_cts	471	714	0.778	5200	2.72
3_5_place_dp	468	714	0.784	5200	2.72
3_3_place_gp	466	714	0.843	5200	2.70
2_1_floorplan	153	306	1.88	2240	1.96
worst paths after layout:
check              start     to  slack, ns  depth (start not counted)
setup / recovery  sel[0]  o[11]       0.79                          6
hold / removal    sel[0]   o[8]       2.71                          4
cell usage in the layout, fill, tap and decap left out, drive strengths merged:
cell / instances
mux2: 28
a221oi: 3
nand2: 11
and4b: 2
o211ai: 25
a31oi: 27
or3: 1
inv: 3
a21bo: 25
nand2b: 32
a21oi: 2
mux4: 3
mux2i: 6
and3b: 2
a22oi: 53
nor2: 30
a211o: 1
o2bb2ai: 3
nand4b: 3
buf: 12
nor3b: 1
o32a: 3
clkdlybuf4s50: 288
o21ai: 3
power groups by stage:
stage | Combinational, uW | Clock [uW] | Sequential, uW
after CTS | 471 | 0 | 0
final | 465 | 0 | 0
after global routing | 503 | 0 | 0
Power figures rest on the tool's default switching activity, not on a simulated workload.
